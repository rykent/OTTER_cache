<file path="/design/flow/run.sh">
#!/bin/bash
# OpenROAD 26Q1-2900-gdf79404cd8, Yosys 0.63+post, stock flow scripts
make -C /OpenROAD-flow-scripts/flow DESIGN_CONFIG=/design/flow/config.mk WORK_HOME=/design/flow/orfs finish
</file>
<file path="/design/flow/config.mk">
export PLATFORM = sky130hd
export DESIGN_NAME = CacheController
export DESIGN_NICKNAME = CacheController
export VERILOG_FILES = /design/flow/design.v
export SDC_FILE = /design/flow/constraint.sdc
export NUM_CORES = 4
export LEC_CHECK = 1
export CORE_AREA = 10 10 70 70
export DIE_AREA = 0 0 80 80
</file>
<file path="/design/flow/constraint.sdc">
current_design CacheController

set clk_period 1.6
set clk_io_pct 0.2

create_clock -name clk0 -period $clk_period [get_ports {CLK}]

set non_clock_inputs [all_inputs -no_clocks]
set_input_delay [expr $clk_period * $clk_io_pct] -clock clk0 $non_clock_inputs
set_output_delay [expr $clk_period * $clk_io_pct] -clock clk0 [all_outputs]
</file>
<file path="/design/flow/design.v">
`timescale 1ns / 1ps
module CacheController(
    input CLK,
    input RST,
    input mem_read,
    input mem_write,
    input hit,
    input lru_valid,
    input lru_dirty,
    input cl_busy,
    input addr_valid,
    output logic update_lru,
    output logic update_tag,
    output logic update_cacheline,
    output logic mem_valid,
    output logic set_dirty,
    output logic clear_dirty,
    output logic set_valid,
    output logic clear_valid,
    output logic cl_read,
    output logic cl_write
    );
    typedef enum {IDLE, HIT_CHECK, MISS, MEM_READ, REFILL} state;
    state ps,ns;
    always_ff @(posedge CLK) begin : proc_
        if(RST) begin
            ps <= IDLE;
        end else begin
            ps <= ns;
        end
    end
    always_comb begin
        update_lru = 0;
        update_tag = 0;
        update_cacheline = 0;
        mem_valid = 0;
        set_dirty = 0;
        clear_dirty = 0;
        set_valid = 0;
        clear_valid = 0;
        cl_read = 0;
        cl_write = 0;
        case (ps)
            IDLE: begin
                if ((mem_read | mem_write) & addr_valid) begin
                    ns = HIT_CHECK;
                end
                else begin
                    ns = IDLE;
                end
            end
            HIT_CHECK: begin
                if (hit & mem_read) begin
                    update_lru = 1'b1;
                    mem_valid = 1'b1;
                    ns = IDLE;
                end
                else if (hit & mem_write) begin
                    update_lru = 1'b1;
                    mem_valid = 1'b1;
                    set_dirty = 1'b1;
                    ns = IDLE;
                end
                else begin
                    ns = MISS;
                end
            end
            MISS: begin
                if (lru_valid & lru_dirty) begin
                    cl_write = 1'b1;
                    clear_valid = 1'b1;
                    clear_dirty = 1'b1;
                    ns = MEM_READ;
                end
                else if (~lru_valid | (lru_valid & ~lru_dirty)) begin
                    cl_read = 1'b1;
                    ns = REFILL;
                end
                else begin
                    ns = IDLE;
                end
            end
            MEM_READ: begin
                if (cl_busy) begin
                    ns = MEM_READ;
                end
                else begin
                    cl_read = 1'b1;
                    ns = REFILL;
                end
            end
            REFILL: begin
                if (cl_busy) begin
                    ns = REFILL;
                end
                else begin
                    update_tag = 1'b1;
                    set_valid = 1'b1;
                    clear_dirty = 1'b1;
                    update_cacheline = 1'b1;
                    ns = HIT_CHECK;
                end
            end
            default: begin 
                ns = IDLE;
            end
        endcase
    end
endmodule
</file>
==> reports/metrics.yaml <==
worst_setup_path:
  slowest_delay_ns: 0.46
  crit_chain: "dlygate4sd2_1, nand2b_4, nand2_1, clkdlybuf4s50_1"
  critical_path_class: "primary input to primary output"
  start_kind: "primary input"
  cp_slowest_cell: "clkdlybuf4s50_1"
  worst_ep_required_time_ns: 1.28
  crit_path_end_kind: "primary output"
  crit_fanout: 3
  cp_num_buf_inv: 2
  critPathTopFamily: "buffers and inverters"
  cp-startpoint: "cl_busy"
  critPathArrivalTime_ns: 1.24
  r2r_start: "ps[3]"
sta:
  rsz0062_at_grt: "no"
  final-max-slew-violation-count: 0
  period_needed_ns: 1.558
  worst_pin_slew_ns: 0.2095
  post-route-period-util_pct: 97.40
  finClkSkew_ns: 0.0002866
  timing.final.ws_setup_ns: 0.04166
  relSlewSlack_pct: 85.99
  hold_viol_final: 0
  setup_violations: 0
  fmax_ghz: 0.6417
routing:
  drt_iter0_markers: 9
  detail-route-antenna-nets: 0
  wl_per_cell_um: 8.515
  routed_wl_um: 877
  drtPass1Iterations: 3
  vias_per_cell: 2.961
  remaining_drc_errors: 0
  antennaDiodeCount: 0
  vias: 305
layout:
  final-seq-area_um2: 102.6
  area_delta_synth_final_pct: 128.2
  drive_gt1_share_pct: 35.09
  largest_reg_flops: 5
  regMostFlops: "ps"
  final_cells: 103
  top_regs: "ps (5)"
  logic_area_um2: 127.6
  fillCellCount: 379
yosys:
  ys_ff: 5
  topCellsByArea: "dfxtp_1 40%, buf_4 12%, nand2_1 5.9%"
  synthesis.yosys.warnings: 1
  syn_area_um2: 252.7
  avgSynthCellArea_um2: 8.715
  yosysMostFrequentCell: "dfxtp_1"
  ys_seq_share_pct: 39.60
  syn_inst: 29
  synthDominantCellAreaShare_pct: 39.60
  ff_type: "dfxtp_1"
  yosys_area_um2: 252.7
  top_cells_by_count: "5 x dfxtp_1, 4 x buf_4, 4 x nand2_1"
  synth-edff-count: 0
  synth.distinct_cells: 15
  async_reset_ff_share_pct: 0
  post-synth-top-area-cell: "dfxtp_1"
  yosysCellCount: 29
global_route:
  grt_usage_pct: 2.664
  grt_max_degree: 6
  grt_pass1_vias: 307
  grt_pass1_wl_mm: 1.331
  grt_overflow_total: 0
  antenna_found_initial: 0
pwr:
  vdd_drop_max_uv: 315.1
  p_comb_share_pct: 15.0
  p_sw_mw: 0.07168
  leakage_nw: 0.3403
  power_mw: 0.3301
  clockPowerShare_pct: 44.4
  power_frac_seq_pct: 40.5
  internal_power_mw: 0.2584
  swShare_pct: 21.72
  power_density_nw_per_um2: 572.3
clock_tree:
  htreeDepth: 1
  clkLatencyLatePin_ns: 0.24
  path_clk_slew_ns: 0.04
  cts_max_path_buffers: 2
  cts_root_buf: "clkbuf_4"
  clkSinkCount: 5
  cts_made_buffers: 3
  cts_tree: "done"
place:
  dp_slack_ns: -0.2246
  dpl.cell_count: 97
  portBuffers: 18
  place.gp.congestion: 0.7451
  hpwlAfterDp_um: 690.1
outcome:
  status: "completed"
die:
  chip_area_um2: 6400
  die_w_um: 80
  placementRows: 21
  fp_util_pct: 7.399
  die_h_um: 80
  ioPinCount: 19
  core_um2: 3416
run:
  drv_cap: 0
  warnings: 25
min_path:
  hold_path_class: "flip-flop to flip-flop"
  hp-start: "ps[4]"
[cells by family after synthesis]
family,count (synthesis),synth area share [%]
simple gates,9,20.79
flops,5,39.61
compound gates,9,24.76
buf+inv,6,14.85
[tightest hold or removal path, stage by stage, from the launching register on]
cell	delay, ns
dfxtp_1	0.30
nand2_1	0.05
a21oi_1	0.05
[final timing paths]
path | to | slack (ns) | cells past startpoint
min | ps[4] | 0.45 | 2
max | clear_dirty | 0.04 | 4
max reg2reg | ps[0] | 0.55 | 4
min reg2reg | ps[4] | 0.45 | 2
[layer usage]
| layer | part of all wire (%) | global-route usage (%) | routed length, µm | vias up |
|---|---|---|---|---|
| li1 | - | - | - | 154 |
| met1 | 49 | 3.260 | 426 | 129 |
| met2 | 24 | 2.809 | 208 | 22 |
| met3 | 27 | 3.523 | 241 | 0 |
| met4 | 0 | 0 | 0 | 0 |
| met5 | 0 | 0 | 0 | - |
[power groups by stage]
stage / Clock [mW] / Sequential [mW] / Combinational [mW]
6_report: 0.147 / 0.134 / 0.0496
5_1_grt: 0.160 / 0.134 / 0.0551
4_1_cts: 0.148 / 0.134 / 0.0498
[area by class of cell]
class / count / share of cell area, %
Multi-Input combinational cell: 18 / 22.13
Timing Repair Buffer: 28 / 44.25
Tap cell: 46 / 9.978
Sequential cell: 5 / 17.79
Clock buffer: 4 / 4.555
Inverter: 2 / 1.302
[what timing repair did]
action | in CTS | in global routing
hold buffers | 0 | 0
pin swaps | 1 | 1
hold endpoints to repair | 0 | 0
gates resized | 11 | 6
buffers inserted | 1 | 1
endpoints found under the setup margin | 10 | 5
[cell usage in the layout (no fill, tap or decap)]
master / netlist / layout
a211o_1: 1 / 1
a21bo_2: 1 / 1
a21oi_1: 2 / 2
a31oi_1: 1 / 1
and3b_1: 1 / 1
and4b_2: 1 / 1
buf_4: 4 / 10
clkbuf_1: 0 / 1
clkbuf_4: 0 / 3
clkdlybuf4s50_1: 0 / 6
dfxtp_1: 5 / 3
dfxtp_2: 0 / 2
dlygate4sd2_1: 0 / 8
dlymetal6s2s_1: 0 / 4
inv_1: 2 / 1
inv_2: 0 / 1
nand2_1: 4 / 4
nand2b_1: 2 / 1
nand2b_4: 0 / 1
nand3_2: 0 / 1
o211a_1: 1 / 1
o211ai_1: 1 / 1
o21ai_0: 2 / 2
[metrics by stage]
stage / utilization [%] / hold WS [ns] / instance area [µm²] / setup TNS (ns)
floorplan: - / 0.3891 / 252.7 / 0
global placement: 15.24 / 0.4451 / 520.5 / -2.046
detailed placement: 15.24 / 0.4518 / 520.5 / -2.019
CTS: 16.34 / 0.4567 / 558.0 / 0
global route: 16.89 / 0.4889 / 576.8 / 0
finish: 16.89 / 0.4548 / 576.8 / 0
Power is estimated from default activity; no workload was simulated.
