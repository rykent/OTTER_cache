**./design.v**
```verilog
module cache (
	input CLK,     
	input RST,
	input [31:0] addr,
	input [1:0] mem_size,
	input mem_sign,
	input mem_write,
	input mem_read,
	input [31:0] data_in,
	input [255:0] cacheline_in,
	input update_lru,
	input update_tag,
	input update_cacheline,
	input set_dirty,
    input clear_dirty,
    input set_valid,
    input clear_valid,
    input addr_valid,
	output hit,
	output lru_dirty,
	output lru_valid,
	output [23:0] lru_tag,
	output logic [31:0] data_out,
	output logic [255:0] cacheline_out
);
	logic c_valid [0:7][0:1];
	logic c_dirty [0:7][0:1];
	logic [23:0] c_tag [0:7][0:1];
	logic [255:0] c_data [0:7][0:1];
	logic [23:0] i_tag;
	logic [2:0] index;
	logic [4:0] offset;
	logic lru [0:7];
	logic w1_hit, w2_hit;
	logic w1_write;
	logic w2_write;
	assign w1_write = w1_hit & mem_write & addr_valid;
	assign w2_write = w2_hit & mem_write & addr_valid;
	assign i_tag = addr[31:8];
	assign index = addr[7:5];
	assign offset = addr[4:0];
	assign lru_dirty = c_dirty[index][lru[index]];
	assign lru_valid = c_valid[index][lru[index]];
	assign lru_tag = c_tag[index][lru[index]];
	assign w1_hit = ((c_tag[index][0] == i_tag) & c_valid[index][0]);
	assign w2_hit = ((c_tag[index][1] == i_tag) & c_valid[index][1]);
	assign hit = (w1_hit | w2_hit);
	always_ff @(posedge CLK) begin
		if(RST) begin
			lru[0] <= 0;
			lru[1] <= 0;
			lru[2] <= 0;
			lru[3] <= 0;
			lru[4] <= 0;
			lru[5] <= 0;
			lru[6] <= 0;
			lru[7] <= 0;
		end else if (update_lru) begin
			lru[index] <= w1_hit;
		end
	end
	always_ff @(posedge CLK) begin
		if(RST) begin
			c_valid[0][0] <= 0;
			c_valid[1][0] <= 0;
			c_valid[2][0] <= 0;
			c_valid[3][0] <= 0;
			c_valid[4][0] <= 0;
			c_valid[5][0] <= 0;
			c_valid[6][0] <= 0;
			c_valid[7][0] <= 0;
			c_valid[0][1] <= 0;
			c_valid[1][1] <= 0;
			c_valid[2][1] <= 0;
			c_valid[3][1] <= 0;
			c_valid[4][1] <= 0;
			c_valid[5][1] <= 0;
			c_valid[6][1] <= 0;
			c_valid[7][1] <= 0;
		end else if (set_valid) begin
			c_valid[index][lru[index]] <= 1'b1;
		end
		else if (clear_valid) begin
			c_valid[index][lru[index]] <= 1'b0;
		end
	end
	always_ff @(posedge CLK) begin
		if(RST) begin
		end else if (set_dirty) begin
			c_dirty[index][lru[index]] <= 1'b1;
		end
		else if (clear_dirty) begin
			c_dirty[index][lru[index]] <= 1'b0;
		end
	end
	always_ff @(posedge CLK) begin
		if(RST) begin
		end else if (update_tag) begin
			c_tag[index][lru[index]] <= i_tag;
		end
	end
	always_comb begin
		cacheline_out = c_data[index][lru[index]];
		if (w1_hit) begin 
			case ({mem_size, mem_sign})
				3'b000: data_out = $signed(c_data[index][0][offset*8 +: 8]);
				3'b001: data_out = $unsigned(c_data[index][0][offset*8 +: 8]);
				3'b010: data_out = $signed(c_data[index][0][offset*8 +: 16]);
				3'b011: data_out = $unsigned(c_data[index][0][offset*8 +: 16]);
				3'b100: data_out = $signed(c_data[index][0][offset*8 +: 32]);
				3'b101: data_out = $unsigned(c_data[index][0][offset*8 +: 32]);
				default: data_out = 32'hdeadbeef;
			endcase
		end
		else if (w2_hit) begin
			case ({mem_size, mem_sign})
				3'b000: data_out = $signed(c_data[index][1][offset*8 +: 8]);
				3'b001: data_out = $unsigned(c_data[index][1][offset*8 +: 8]);
				3'b010: data_out = $signed(c_data[index][1][offset*8 +: 16]);
				3'b011: data_out = $unsigned(c_data[index][1][offset*8 +: 16]);
				3'b100: data_out = $signed(c_data[index][1][offset*8 +: 32]);
				3'b101: data_out = $unsigned(c_data[index][1][offset*8 +: 32]);
				default: data_out = 32'hdeadbeef;
			endcase
		end
		else begin 
			data_out = 32'hdeadbeef;
		end
	end
	always_ff @(posedge CLK) begin : proc_
		if(RST) begin
		end
		else if (update_cacheline) begin
			c_data[index][lru[index]] <= cacheline_in;
		end
		else if (w1_write) begin
			case (mem_size)
				2'b00: c_data[index][0][offset*8 +: 8] <= data_in[7:0];  
				2'b01: c_data[index][0][offset*8 +: 16] <= data_in[15:0];  
				2'b10: c_data[index][0][offset*8 +: 32] <= data_in;  
				default: c_data[index][0] <= 256'hdeadbeef;
			endcase
		end
		else if (w2_write) begin
			case (mem_size)
				2'b00: c_data[index][1][offset*8 +: 8] <= data_in[7:0];  
				2'b01: c_data[index][1][offset*8 +: 16] <= data_in[15:0];  
				2'b10: c_data[index][1][offset*8 +: 32] <= data_in;  
				default: c_data[index][0] <= 256'hdeadbeef;
			endcase
		end
	end
endmodule : cache
```
**./run.sh**
```bash
#!/bin/bash
# OpenROAD 26Q1-2900-gdf79404cd8, Yosys 0.63+post, stock flow scripts
make -C /OpenROAD-flow-scripts/flow DESIGN_CONFIG=/design/flow/config.mk WORK_HOME=/design/flow/orfs finish
```
**./config.mk**
```make
export PLATFORM = sky130hd
export DESIGN_NAME = cache
export DESIGN_NICKNAME = cache
export VERILOG_FILES = /design/flow/design.v
export SDC_FILE = /design/flow/constraint.sdc
export NUM_CORES = 4
export LEC_CHECK = 1
export CORE_UTILIZATION = 50
export SYNTH_MEMORY_MAX_BITS = 65536
```
**./constraint.sdc**
```tcl
current_design cache

set clk_period 998.6
set clk_io_pct 0.2

create_clock -name clk0 -period $clk_period [get_ports {CLK}]

set non_clock_inputs [all_inputs -no_clocks]
set_input_delay [expr $clk_period * $clk_io_pct] -clock clk0 $non_clock_inputs
set_output_delay [expr $clk_period * $clk_io_pct] -clock clk0 [all_outputs]
```
==> results.toml <==
# generated from flow reports
[synth]
synth_flops = 4520
synth.distinct_cells = 97
syn-cell-area_um2 = 218000
top_cells_by_area = "edfxtp_1, mux4_2, mux2i_1"
ys_area_um2 = 218000
syn_inst = 11129
synth.avg_cell_area_um2 = 19.59
edf_count = 4511
ys_cells = 11129
synthArstFlopShare_pct = 0
ys_warn_count = 2
netlist.area_leader.share_pct = 62.15
flop_cell = "edfxtp_1"
largest_area_cell = "edfxtp_1"
ys_seq_share_pct = 62.23

[routing]
wl_per_cell_um = 44.28
drtAntennaViolNets = 0
drt-initial-drc-count = 10543
via_per_inst = 6.907
routed_wl_um = 832500
dr.pass1.iters = 8
num_vias = 129846
drc = 0

[timing]
timing.final.crit_share_pct = 41.00
finalSetupViolCount = 0
fmax_ghz = 0.002443
report.final.slew_viol_count = 0
post-route-min-period_ns = 409.41
skew_ns = 0.06407
timing.final.ws_setup_ns = 589.19
tightest_slew_ns = 1.481
rsz0062_at_grt = "no"
tns_ns = 0
hold_viol_final = 0
maxSlewHeadroom_pct = 1.238

[worst_hold_path]
holdCritPathClass = "register to register"

[place]
place_congestion = 1.068
hpwl_um = 592000
pre_cts_ws_ns = 589.28
port_buffers = 648

[cts]
holdBufCountCts = 0
h-tree-depth = 5
cts_made_buffers = 468
cts_tree = "built"
cts_sinks = 4520
clkTransAtPathRegs_ns = 0.06
post_cts_buffers = 0
clk_latency_ns = 1.07
cts_max_path_buffers = 4
cts_resized = 0
clockRootBuffer = "clkbuf_16"

[setup_path]
setup.worst_path.start = "addr[5]"
end_kind = "output pin"
cp_num_cells = 19
critical_path.max_fanout = 53
r2r_cells = 20
path_buffers = 11
cpMaxStageDelayCell = "a221oi_1"
rr_startpoint = "c_tag[12][17]"
path_delay_family = "buffers and inverters"
r2r_end = "c_data[10][159]"
crit_path_frequent_cell = "buf_4"
endpoint = "data_out[18]"
r2r_slack_ns = 990.21
worstPathRequired_ns = 798.88
path_class = "input port to output pin"
cp.arrival_ns = 209.69
cp-start-kind = "input port"
cpPeakStageDelay_ns = 0.85
crit_chain = "buf_16 > buf_4 > buf_4 > buf_4 > buf_4 > buf_4 > buf_4 > buf_4 > buf_4 > buf_4 > mux4_2 > mux4_2 > mux2i_1 > nand2_1 > o31ai_1 > a221oi_1 > o21ai_0 > nand4b_1 > clkdlybuf4s50_1"

[floorplanning]
coreArea_um2 = 434200
die_h_um = 662.3
dieArea_um2 = 438600
fp-row-count = 242
die_width_um = 662.3
io_pins = 650
initial_utilization_pct = 50.20

[pwr]
power_density_nw_per_um2 = 1.756
clockPowerShare_pct = 41.2
max-vdd-ir-drop_mv = 0.001631
pwr-share-comb_pct = 11.2
p_switching_w = 0.0001060
seqPwrFrac_pct = 47.6
p_int_w = 0.0003402
p_leak_nw = 82.05
swShare_pct = 23.75

[layout]
mostFrequentLayoutCells = "edfxtp_1, mux4_2, buf_4, nor2_1, clkdlybuf4s50_1"
utilization_pct = 58.53
drive_gt1_share_pct = 37.58
area_delta_synth_final_pct = 16.58
mostFrequentLayoutCell = "edfxtp_1"

[global_route]
grt_pass1_vias = 142676
grt_util_all_layers_pct = 43.50
grt_overflow_total = 0
grt_max_degree = 107
grt_pass1_wl_um = 1132000
antenna_found_initial = 113

[job]
warning_count = 41
cap_violations = 0

[run_status]
status = "complete, no violations"
cells in the mapped netlist, drive strengths merged (17+ instances only):
cell type,n
edfxtp,4511
mux4,2715
nor2,687
nand2,552
clkbuf,497
buf,441
mux2i,352
o21ai,297
a21oi,179
a22oi,104
nand3,87
o22ai,59
mux2,56
nor3,54
a22o,47
a31oi,33
o31ai,33
a221oi,24
and3,19
or2,19
xnor2,19
xor2,19
a21o,18
nand4,18
a211oi,17
nor4,17
worst min-delay path by stage:
stage | startpoint | endpoint | slack (ns) | cells past startpoint
global route | lru[1] | lru[1] | 0.49 | 2
CTS | lru[2] | lru[2] | 0.47 | 2
finish | lru[2] | lru[2] | 0.47 | 2
registers in the layout, summed over array words and instances, names as in the netlist:
name     count
c_data    4096
lru          8
c_dirty     16
c_valid     16
c_tag      384
through the flow:
stage,total power (W),hold slack [ns],cells,instance area (um2)
after global placement,0.0002645,0.4813,17780,237500
after floorplan,0.0002422,0.4420,11129,218000
after CTS,0.0004472,0.4731,18657,253700
final,0.0004462,0.4684,18799,254100
after global routing,0.0004569,0.4941,18718,253900
after detailed placement,0.0002652,0.4642,17780,237500
layout make-up:
type	instances	area, um2
antenna	142	355.3
clock buffer	529	12050
clock inverter	348	4177
fill	31042	180100
inverter	19	88.84
multi-input combinational	5652	78940
sequential	4520	135600
tap	5734	7174
timing repair buffer	1855	15700
worst min-delay path: cells and delay by family (launching register included):
kind,cells,cell delay (ns)
flops,1,0.32
simple gates,1,0.06
compound gates,1,0.05
cell families after synthesis:
group           count (synthesis)  synth area share, %
mux                          3123                29.96
compound gates                952                2.810
simple gates                 1539                2.980
xor+xnor                       38               0.1527
buf+inv                       957                1.871
flops                        4520                62.23
per-layer routing:
metal	vias to the layer above	GRT usage [%]	share of wire, %
met5	-	11.24	0.80
met1	65586	49.34	27
met3	2078	37.37	21
met4	163	26.21	8.4
li1	51097	-	-
met2	10922	55.42	43
power groups by stage:
stage         Clock [W]  Sequential, W  Combinational [W]
CTS            0.000186       0.000212          0.0000492
global route   0.000193       0.000212          0.0000518
finish         0.000184       0.000212          0.0000500
No activity file was given, so power comes from the tool's default toggle rates.
